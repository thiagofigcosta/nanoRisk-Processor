[run.sh]
#!/bin/bash
# OpenROAD 26Q1-2900-gdf79404cd8, Yosys 0.63+post, stock flow scripts
make -C /OpenROAD-flow-scripts/flow DESIGN_CONFIG=/design/flow/config.mk WORK_HOME=/design/flow/orfs finish
[config.mk]
export PLATFORM = sky130hd
export DESIGN_NAME = nanoRiskProcessor2
export DESIGN_NICKNAME = nanoRiskProcessor2
export VERILOG_FILES = /design/flow/design.v
export SDC_FILE = /design/flow/constraint.sdc
export NUM_CORES = 4
export LEC_CHECK = 1
export CORE_UTILIZATION = 40
[constraint.sdc]
current_design nanoRiskProcessor2

set clk_period 25.3
set clk_io_pct 0.2

create_clock -name clk0 -period $clk_period [get_ports {clk}]

set non_clock_inputs [all_inputs -no_clocks]
set_input_delay [expr $clk_period * $clk_io_pct] -clock clk0 $non_clock_inputs
set_output_delay [expr $clk_period * $clk_io_pct] -clock clk0 [all_outputs]
[design.v]
module nanoRiskProcessor2(clk,rst,finish,plagioclasio);
	input clk, rst;
	output finish;
	output[7:0] plagioclasio;
	nanoRiskProcessor nRp(clk,rst,finish,plagioclasio);
endmodule
module nanoRiskProcessor(RealClock, Reset, Done,plagioclasio);
	integer i;
	input RealClock, Reset;
	output Done;
	output[7:0] plagioclasio;
	reg[7:0] registers[0:15];
	reg[7:0] data_memory[0:255];
	reg[7:0] inst_memory[0:255];
	reg Clock;
	reg[7:0] next;
	reg[7:0] ghost[1:0];
	reg[3:0] instruction;
	reg[3:0] R0_id,R1_id,R2_id;
	reg[7:0] Extra,Memaddr;
	assign plagioclasio = registers[13];
  assign Done = instruction==0;
	always@(posedge RealClock)
	begin
		ghost[Clock]=inst_memory[next];
		Clock=~Clock;
		next=next+1;
		if(next[0]==0)
		begin
		instruction=ghost[0][7:4];
		R0_id=ghost[0][3:0];
		R1_id=ghost[1][7:4];
		R2_id=ghost[1][3:0];
		Extra=ghost[1];
		Memaddr=registers[R1_id]+R2_id;
		case(instruction)
			4'b0000: 
			begin
				if(registers[R0_id]==0)
					next=next-2;
			end
			4'b0001: 
			begin
				if(registers[R0_id]==registers[R1_id])
					next=registers[R2_id];
			end
			4'b0010: 
			begin
				if(registers[R0_id]&registers[R1_id]>0)
				begin
					registers[R0_id]=registers[R0_id]-registers[R1_id];
					next=registers[R2_id];
				end
			end
			4'b0011: 
			begin
				if(registers[R1_id]>=8'b10000000 && registers[R2_id]>=8'b10000000 && registers[R1_id]+registers[R2_id]<8'b10000000)
					registers[1][1]=1; 
				if(registers[R1_id]<8'b10000000 && registers[R2_id]<8'b10000000 && registers[R1_id]+registers[R2_id]>=8'b10000000)
					registers[1][0]=1; 
				registers[R0_id]=registers[R1_id]+registers[R2_id];
			end
			4'b0100: 
			begin
				if(registers[R1_id]<8'b10000000 && registers[R2_id]>=8'b10000000 && registers[R1_id]-registers[R2_id]>=8'b10000000)
					registers[1][1]=1; 
				registers[R0_id]=registers[R1_id]-registers[R2_id];
			end
			4'b0101: 
			begin
				registers[R0_id]=registers[R1_id]&registers[R2_id];
			end
			4'b0110: 
			begin
				registers[R0_id]=registers[R1_id]|registers[R2_id];
			end
			4'b0111: 
			begin
				registers[R0_id]=~(registers[R1_id]|registers[R2_id]);
			end
			4'b1000: 
			begin
				if(registers[R1_id]<registers[R2_id])
					registers[R0_id]=8'b11111111;
				else
					registers[R0_id]=8'b00000000;
			end
			4'b1001: 
			begin
				registers[R0_id]=registers[R1_id]>>registers[R2_id];
			end
			4'b1010: 
			begin
				registers[R0_id]=registers[R1_id]<<registers[R2_id];
			end
			4'b1011: 
			begin
				if(inst_memory[next][7:4]==4'b0011&&inst_memory[next+1]==8'b00100000) 
				begin
					registers[inst_memory[next][3:0]]<=next+2;
					if(R0_id==0)
						next<=Extra;
					else
						next<=registers[R0_id];
				end
				else
				begin
					registers[2]<=next;
					if(R0_id==0)
						next<=Extra;
					else
						next<=registers[R0_id];
				end
			end
			4'b1100: 
			begin
				registers[R0_id]=Extra;
			end
			4'b1101: 
			begin
				registers[R0_id]=Extra;
			end
			4'b1110: 
			begin
				registers[R0_id]=data_memory[Memaddr];
			end
			4'b1111: 
			begin
				data_memory[Memaddr]=registers[R0_id];
			end
		endcase
		end
	end
	initial  
	begin
		next=0;
		ghost[0]=0;
		ghost[1]=0;
		Clock=0;
		instruction=0;
		R0_id=0;
		R1_id=0;
		R2_id=0;
		Extra=0;
		Memaddr=0;
		for(i=0;i<16;i=i+1)
			registers[i]=0;
		for(i=0;i<256;i=i+1)
			data_memory[i]=0;
		for(i=0;i<256;i=i+1)
			inst_memory[i]=0;
data_memory[0]=8'b00000001;
data_memory[1]=8'b00101100;
data_memory[2]=8'b00000000;
data_memory[3]=8'b10010110;
data_memory[4]=8'b00000010;
data_memory[5]=8'b10011010;
data_memory[6]=8'b00000001;
data_memory[7]=8'b01100101;
data_memory[8]=8'b00000000;
data_memory[9]=8'b11011100;
data_memory[10]=8'b00000001;
data_memory[11]=8'b11100000;
data_memory[12]=8'b00000001;
data_memory[13]=8'b00010100;
data_memory[14]=8'b00000010;
data_memory[15]=8'b10011010;
data_memory[16]=8'b00000001;
data_memory[17]=8'b00000010;
data_memory[18]=8'b00000010;
data_memory[19]=8'b00001000;
data_memory[20]=8'b00101000;
data_memory[21]=8'b00011010;
data_memory[22]=8'b00011100;
data_memory[23]=8'b00010000;
inst_memory[0]=8'b11000111;
inst_memory[1]=8'b00010000;
inst_memory[2]=8'b11001000;
inst_memory[3]=8'b00010100;
inst_memory[4]=8'b11100111;
inst_memory[5]=8'b01110000;
inst_memory[6]=8'b11101000;
inst_memory[7]=8'b10000000;
inst_memory[8]=8'b11010010;
inst_memory[9]=8'b10000000;
inst_memory[10]=8'b10110010;
inst_memory[11]=8'b00000000;
inst_memory[12]=8'b00110100;
inst_memory[13]=8'b00100000;
inst_memory[14]=8'b00111011;
inst_memory[15]=8'b01010000;
inst_memory[16]=8'b00111100;
inst_memory[17]=8'b01100000;
inst_memory[18]=8'b11000111;
inst_memory[19]=8'b00010001;
inst_memory[20]=8'b11001000;
inst_memory[21]=8'b00010101;
inst_memory[22]=8'b11100111;
inst_memory[23]=8'b01110000;
inst_memory[24]=8'b11101000;
inst_memory[25]=8'b10000000;
inst_memory[26]=8'b11010010;
inst_memory[27]=8'b10000000;
inst_memory[28]=8'b10110010;
inst_memory[29]=8'b00000000;
inst_memory[30]=8'b00110100;
inst_memory[31]=8'b00100000;
inst_memory[32]=8'b00111011;
inst_memory[33]=8'b01011011;
inst_memory[34]=8'b00111100;
inst_memory[35]=8'b01101100;
inst_memory[36]=8'b11000111;
inst_memory[37]=8'b00010010;
inst_memory[38]=8'b11001000;
inst_memory[39]=8'b00010110;
inst_memory[40]=8'b11100111;
inst_memory[41]=8'b01110000;
inst_memory[42]=8'b11101000;
inst_memory[43]=8'b10000000;
inst_memory[44]=8'b11010010;
inst_memory[45]=8'b10000000;
inst_memory[46]=8'b10110010;
inst_memory[47]=8'b00000000;
inst_memory[48]=8'b00110100;
inst_memory[49]=8'b00100000;
inst_memory[50]=8'b00111011;
inst_memory[51]=8'b01011011;
inst_memory[52]=8'b00111100;
inst_memory[53]=8'b01101100;
inst_memory[54]=8'b11000111;
inst_memory[55]=8'b00010011;
inst_memory[56]=8'b11001000;
inst_memory[57]=8'b00010111;
inst_memory[58]=8'b11100111;
inst_memory[59]=8'b01110000;
inst_memory[60]=8'b11101000;
inst_memory[61]=8'b10000000;
inst_memory[62]=8'b11010010;
inst_memory[63]=8'b10000000;
inst_memory[64]=8'b10110010;
inst_memory[65]=8'b00000000;
inst_memory[66]=8'b00110100;
inst_memory[67]=8'b00100000;
inst_memory[68]=8'b00111100;
inst_memory[69]=8'b01101100;
inst_memory[70]=8'b00111011;
inst_memory[71]=8'b01011011;
inst_memory[72]=8'b11010111;
inst_memory[73]=8'b00000010;
inst_memory[74]=8'b11010010;
inst_memory[75]=8'b01010000;
inst_memory[76]=8'b00100001;
inst_memory[77]=8'b01110010;
inst_memory[78]=8'b10110000;
inst_memory[79]=8'b01010100;
inst_memory[80]=8'b11010010;
inst_memory[81]=8'b00000001;
inst_memory[82]=8'b00111100;
inst_memory[83]=8'b11000010;
inst_memory[84]=8'b00110001;
inst_memory[85]=8'b00000000;
inst_memory[86]=8'b11011101;
inst_memory[87]=8'b00000000;
inst_memory[88]=8'b11001110;
inst_memory[89]=8'b00000000;
inst_memory[90]=8'b11010010;
inst_memory[91]=8'b00001000;
inst_memory[92]=8'b10000111;
inst_memory[93]=8'b11010010;
inst_memory[94]=8'b11010010;
inst_memory[95]=8'b01111010;
inst_memory[96]=8'b00010111;
inst_memory[97]=8'b00000010;
inst_memory[98]=8'b11101001;
inst_memory[99]=8'b11100000;
inst_memory[100]=8'b11101000;
inst_memory[101]=8'b11100001;
inst_memory[102]=8'b01001001;
inst_memory[103]=8'b10011100;
inst_memory[104]=8'b01001000;
inst_memory[105]=8'b10001011;
inst_memory[106]=8'b00110111;
inst_memory[107]=8'b10011000;
inst_memory[108]=8'b11010010;
inst_memory[109]=8'b01111010;
inst_memory[110]=8'b00010000;
inst_memory[111]=8'b01110010;
inst_memory[112]=8'b11010010;
inst_memory[113]=8'b00000001;
inst_memory[114]=8'b00111101;
inst_memory[115]=8'b11010010;
inst_memory[116]=8'b11010010;
inst_memory[117]=8'b00000010;
inst_memory[118]=8'b00111110;
inst_memory[119]=8'b11100010;
inst_memory[120]=8'b10110000;
inst_memory[121]=8'b01011010;
inst_memory[122]=8'b11010010;
inst_memory[123]=8'b00000001;
inst_memory[124]=8'b00111101;
inst_memory[125]=8'b11010010;
inst_memory[126]=8'b00000001;
inst_memory[127]=8'b00000000;
inst_memory[128]=8'b11010010;
inst_memory[129]=8'b00000001;
inst_memory[130]=8'b01000011;
inst_memory[131]=8'b00110010;
inst_memory[132]=8'b11111011;
inst_memory[133]=8'b00110000;
inst_memory[134]=8'b11010010;
inst_memory[135]=8'b00000001;
inst_memory[136]=8'b01000011;
inst_memory[137]=8'b00110010;
inst_memory[138]=8'b11111100;
inst_memory[139]=8'b00110000;
inst_memory[140]=8'b10001011;
inst_memory[141]=8'b01111000;
inst_memory[142]=8'b11010010;
inst_memory[143]=8'b10011000;
inst_memory[144]=8'b00011011;
inst_memory[145]=8'b00000010;
inst_memory[146]=8'b00111011;
inst_memory[147]=8'b01110000;
inst_memory[148]=8'b00111100;
inst_memory[149]=8'b10000000;
inst_memory[150]=8'b10110000;
inst_memory[151]=8'b10011100;
inst_memory[152]=8'b00111011;
inst_memory[153]=8'b10000000;
inst_memory[154]=8'b00111100;
inst_memory[155]=8'b01110000;
inst_memory[156]=8'b11010101;
inst_memory[157]=8'b00000000;
inst_memory[158]=8'b11010110;
inst_memory[159]=8'b00000000;
inst_memory[160]=8'b00110001;
inst_memory[161]=8'b00000000;
inst_memory[162]=8'b11010010;
inst_memory[163]=8'b10110100;
inst_memory[164]=8'b00011011;
inst_memory[165]=8'b00000010;
inst_memory[166]=8'b00110101;
inst_memory[167]=8'b01011100;
inst_memory[168]=8'b11010111;
inst_memory[169]=8'b00000010;
inst_memory[170]=8'b11010010;
inst_memory[171]=8'b11111111;
inst_memory[172]=8'b00111011;
inst_memory[173]=8'b10110010;
inst_memory[174]=8'b11010010;
inst_memory[175]=8'b11000010;
inst_memory[176]=8'b00100001;
inst_memory[177]=8'b01110010;
inst_memory[178]=8'b10110000;
inst_memory[179]=8'b10100000;
inst_memory[180]=8'b11101100;
inst_memory[181]=8'b00110000;
inst_memory[182]=8'b11010010;
inst_memory[183]=8'b00000001;
inst_memory[184]=8'b00110011;
inst_memory[185]=8'b00110010;
inst_memory[186]=8'b11101011;
inst_memory[187]=8'b00110000;
inst_memory[188]=8'b11010010;
inst_memory[189]=8'b00000001;
inst_memory[190]=8'b00110011;
inst_memory[191]=8'b00110010;
inst_memory[192]=8'b10110100;
inst_memory[193]=8'b00000000;
inst_memory[194]=8'b11010010;
inst_memory[195]=8'b00000001;
inst_memory[196]=8'b00110110;
inst_memory[197]=8'b01100010;
inst_memory[198]=8'b10110000;
inst_memory[199]=8'b10100000;
	end
endmodule
==> flow_metrics.py <==
# Synthesis and PnR figures
metrics = {
    "clock_network": {
        "h-tree-depth": 4,
        "cts_buffers": 216,
        "ctsHoldBuffers": 0,
        "root_buffer": "clkbuf_16",
        "cts_tree": "yes",
        "cts.clk_slew.worst_paths_ns": 0.06,
        "cts.sinks": 2205,
        "postCtsSetupBuffers": 0,
        "cts_buffer_depth": 3,
        "cts_resized": 0,
        "insertion_delay_ns": 0.90,
    },
    "floorplan": {
        "fp_util_pct": 40.39,
        "rows": 185,
        "die_w_um": 509.3,
        "dieArea_um2": 259300,
        "ios": 11,
        "core_um2": 254900,
        "die_h_um": 509.3,
    },
    "synth": {
        "avgSynthCellArea_um2": 14.65,
        "ys_sh_simple_pct": 8.654,
        "syn_inst": 7026,
        "muxShareOfSynthArea_pct": 13.84,
        "ys_seq_share_pct": 64.10,
        "synthArstFlopShare_pct": 0,
        "yosysUniqueCellTypes": 117,
        "yosys-stat-cells": 7026,
        "synth.area.top_cells": "edfxtp_1 64%, mux4_2 12%, nor2_1 2.2%",
        "synth.logic.top_family": "multiplexers",
        "synth_top_area_share_pct": 63.63,
        "synth-main-ff-cell": "edfxtp_1",
        "ys.flops": 2205,
        "xor_share_pct": 0.4230,
        "edf_count": 2181,
        "synth_area_um2": 102900,
        "fa_ha_area_share_pct": 0.6783,
        "synthDominantAreaCellType": "edfxtp_1",
        "ys_area_um2": 102900,
        "ys.warnings.count": 4,
        "synthAoiAreaFrac_pct": 9.854,
    },
    "layout": {
        "layout_top_cell": "edfxtp_1",
        "seqCellArea_um2": 65980,
        "drive_above_1_share_pct": 18.63,
        "logic_area_um2": 34870,
        "area_delta_synth_final_pct": 11.87,
        "lay_top_cells": "2181 x edfxtp_1, 602 x nor2_1, 527 x mux4_2",
        "fill_cells": 21793,
    },
    "sta": {
        "rsz0062_at_grt": "no",
        "layout_min_cycle_time_ns": 13.92,
        "hold_viol_final": 0,
        "slew_viol_final": 0,
        "fin_crit_sh_pct": 55.01,
        "tightest_slew_ns": 1.367,
        "slew_headroom_pct": 7.895,
        "fin_skew_ns": 0.1103,
        "whs_ns": 0.6448,
        "fmaxAchievable_mhz": 71.85,
        "setup_violations": 0,
        "tns_ns": 0,
    },
    "global_route": {
        "grt_pass1_wl_um": 488100,
        "grt_max_degree": 121,
        "antenna_found_initial": 5,
        "grt_overflow": 0,
        "grt_usage_pct": 28.36,
        "grt_pass1_vias": 69287,
    },
    "job": {
        "drv_cap": 0,
        "tool_warnings": 57,
    },
    "pwr": {
        "total_power_mw": 7.189,
        "netSwitchingPower_mw": 1.414,
        "comb_power_share_pct": 0,
        "peakVddDrop_uv": 89.04,
        "switching_share_pct": 19.66,
        "sequentialPowerShare_pct": 54.9,
        "power_frac_clock_pct": 45.0,
        "p_int_mw": 5.776,
        "power_per_cell_area_nw_per_um2": 62.44,
        "p_leak_nw": 38.31,
    },
    "drt": {
        "detail-route-antenna-nets": 0,
        "viasPerCell": 6.327,
        "drt_first_pass_iters": 8,
        "drt_wl_total_um": 337100,
        "drc": 0,
        "vias": 67015,
        "drt_first_iter_violations": 6775,
        "detail_route.wl_per_cell_um": 31.82,
    },
    "worst_setup_path": {
        "critPathKind": "reg2reg",
        "crit_fanout": 39,
        "worstSetupEndpointType": "register",
        "critPathRequiredTime_ns": 25.85,
        "arrival_ns": 14.46,
        "crit_path_top_delay_cell": "nor4_1",
        "cpLargestDelayFamily": "buffers and inverters",
        "timing.critical_path.buf_inv": 12,
        "cpMostUsedCell": "buf_4",
        "max_stage_delay_ns": 0.87,
        "start_kind": "register",
    },
    "worst_hold_path": {
        "min_path_type": "reg2reg",
    },
    "placed_design": {
        "place_congestion": 1.035,
        "dp_hpwl_um": 216400,
        "portBuffers": 9,
    },
    "run_status": {
        "status": "complete, no violations",
    },
}
-- Yosys cell counts, types with 18 or more instances --
| master | count |
|---|---|
| o211ai_1 | 61 |
| inv_1 | 68 |
| a21o_1 | 29 |
| o221ai_1 | 20 |
| a31oi_1 | 129 |
| dfxtp_1 | 24 |
| nand4b_1 | 18 |
| mux4_2 | 527 |
| buf_2 | 89 |
| a21oi_1 | 269 |
| o21ai_1 | 21 |
| o22ai_1 | 124 |
| a211oi_1 | 166 |
| nand2_1 | 514 |
| a22oi_1 | 39 |
| a221oi_1 | 42 |
| nor3_1 | 115 |
| ha_1 | 47 |
| nand3_1 | 184 |
| clkbuf_1 | 344 |
| nor4_1 | 33 |
| a32oi_1 | 26 |
| buf_1 | 78 |
| edfxtp_1 | 2181 |
| nand4_1 | 70 |
| mux2i_1 | 198 |
| a221o_1 | 23 |
| o21ai_0 | 232 |
| nor2_1 | 603 |
| xnor2_1 | 34 |
| a311oi_1 | 18 |
| nor2b_1 | 30 |
| o21a_1 | 20 |
| and2_1 | 103 |
| nand2b_1 | 19 |
| and3_1 | 49 |
| mux2_2 | 34 |
-- tightest hold or removal path: stages, from the launching register on --
cell and delay, ns:
dfxtp_1 0.29, a2bb2oi_1 0.12, buf_4 0.17
-- flip-flops by register name, summed over array words and instances (netlist names), named ones only --
register         cells
nRp.data_memory   2048
nRp.Clock            1
nRp.instruction      4
nRp.next             7
nRp.ghost           16
nRp.registers      128
-- through the flow --
step           setup slack [ns]  util, %  cell area, µm²  cells
2_1_floorplan             10.02        -          102900   7026
3_3_place_gp              11.79    42.36          108000  10192
3_5_place_dp              11.83    42.36          108000  10192
4_1_cts                   11.86    45.17          115100  10587
5_1_grt                   10.99    45.17          115100  10588
6_report                  11.38    45.18          115100  10592
-- path summary, 6_finish.rpt --
| kind | startpoint | end | slack, ns | cells past startpoint |
|---|---|---|---|---|
| max | nRp.next[0]$_SDFF_PN1_ | nRp.registers[0][2]$_DFFE_PP_ | 11.38 | 33 |
| min | nRp.ghost[0][4]$_DFF_P_ | nRp.ghost[0][4]$_DFF_P_ | 0.64 | 2 |
| min reg2reg | nRp.ghost[0][4]$_DFF_P_ | nRp.ghost[0][4]$_DFF_P_ | 0.64 | 2 |
| max reg2reg | nRp.next[0]$_SDFF_PN1_ | nRp.registers[0][2]$_DFFE_PP_ | 11.38 | 33 |
-- metal layers --
layer	part of all wire, %	global-route usage [%]
met1	35	37.87
met2	46	40.91
met3	14	15.20
met4	5.1	11.03
met5	0.046	0.6944
-- final cells by class --
type | count | area share [%]
Multi-Input combinational cell | 4205 | 30.29
Tap cell | 3366 | 3.658
Sequential cell | 2205 | 57.30
Antenna cell | 5 | 0.01087
Clock inverter | 134 | 1.379
Clock buffer | 261 | 4.841
Timing Repair Buffer | 332 | 2.239
Inverter | 84 | 0.2825
-- power groups by stage --
stage	Combinational, mW	Clock, mW	Sequential (mW)
4_1_cts	0.00000927	3.29	3.95
6_report	0.00000927	3.24	3.95
5_1_grt	0.00000927	3.42	3.95
-- cell families after synthesis --
kind of cell,count (synthesis)
buffers and inverters,616
xor gates and xnor gates,48
muxes,760
AOI/OAI and AO/OA,1466
DFF,2205
adders and majority gates,53
and+or+nand+nor,1878
Power is estimated from default activity; no workload was simulated.
