**flow/constraint.sdc**
```tcl
current_design nR_Control

set clk_period 2.0
set clk_io_pct 0.2

create_clock -name clk0 -period $clk_period [get_ports {clk}]

set non_clock_inputs [all_inputs -no_clocks]
set_input_delay [expr $clk_period * $clk_io_pct] -clock clk0 $non_clock_inputs
set_output_delay [expr $clk_period * $clk_io_pct] -clock clk0 [all_outputs]
```
**flow/design.v**
```verilog
module nR_Control(clk,inst,tmpwr,hlt,jmp,brc,rgw,ioc,rgr,alo,ala);
	input clk;
	input[3:0]inst;
	output reg tmpwr,hlt,jmp,brc,rgr,ala;
	output reg[1:0] rgw;
	output reg[3:0] ioc,alo;
	initial 
	begin 
		tmpwr<=0;
		hlt<=1;
		jmp<=0;
		brc<=0;
		rgw<=0;
		ioc<=0;
		rgr<=0;
		alo<=0;
		ala<=0;
	end
	always @ (posedge clk) begin
		case (inst)
		  4'b0000: begin 
		  	hlt<=0;
			jmp<=0;
			brc<=0;
			ioc<=4'b0100;
			rgr<=0;
			end
		  4'b0001: begin 
		  	hlt<=1;
			jmp<=0;
			brc<=1;
			ioc<=4'b0100;
			rgr<=0;
			alo<=4'b0001;
			ala<=0;
			end
		  4'b0010: begin 
		  	tmpwr<=1;
			hlt<=1;
			jmp<=0;
			brc<=1;
			rgw<=2'b00;
			ioc<=4'b1100;
			rgr<=0;
			alo<=4'b0010;
			ala<=0;
			end
		  4'b0011: begin 
		  	tmpwr<=1;
			hlt<=1;
			jmp<=0;
			brc<=0;
			rgw<=2'b00;
			ioc<=4'b1100;
			rgr<=1;
			alo<=4'b0000;
			ala<=0;
			end
		  4'b0100: begin 
		  	tmpwr<=1;
			hlt<=1;
			jmp<=0;
			brc<=0;
			rgw<=2'b00;
			ioc<=4'b1100;
			rgr<=1;
			alo<=4'b0001;
			ala<=0;
			end
		  4'b0101: begin 
		  	tmpwr<=1;
			hlt<=1;
			jmp<=0;
			brc<=0;
			rgw<=2'b00;
			ioc<=4'b1100;
			rgr<=1;
			alo<=4'b0011;
			ala<=0;
			end
		  4'b0110: begin 
		  	tmpwr<=1;
			hlt<=1;
			jmp<=0;
			brc<=0;
			rgw<=2'b00;
			ioc<=4'b1100;
			rgr<=1;
			alo<=4'b0100;
			ala<=0;
			end
		  4'b0111: begin 
		  	tmpwr<=0;
			hlt<=1;
			jmp<=0;
			brc<=0;
			rgw<=2'b00;
			ioc<=4'b1100;
			rgr<=0;
			alo<=4'b0101;
			ala<=0;
			end
		  4'b1000: begin 
		  	tmpwr<=1;
			hlt<=1;
			jmp<=0;
			brc<=0;
			rgw<=2'b00;
			ioc<=4'b1100;
			rgr<=1;
			alo<=4'b0110;
			ala<=0;
			end
		  4'b1001: begin 
		  	tmpwr<=1;
			hlt<=1;
			jmp<=0;
			brc<=0;
			rgw<=2'b00;
			ioc<=4'b1100;
			rgr<=1;
			alo<=4'b1000;
			ala<=0;
			end
		  4'b1010: begin 
		  	tmpwr<=1;
			hlt<=1;
			jmp<=0;
			brc<=0;
			rgw<=2'b00;
			ioc<=4'b1100;
			rgr<=1;
			alo<=4'b0111;
			ala<=0;
			end
		  4'b1011: begin 
		  	tmpwr<=0;
			hlt<=1;
			jmp<=1;
			brc<=0;
			rgw<=2'b01;
			ioc<=4'b1100;
			rgr<=0;
			end
		  4'b1100: begin 
		  	tmpwr<=1;
			hlt<=1;
			jmp<=0;
			brc<=0;
			rgw<=2'b11;
			ioc<=4'b1000;
			end
		  4'b1101: begin 
		  	tmpwr<=1;
			hlt<=1;
			jmp<=0;
			brc<=0;
			rgw<=2'b11;
			ioc<=4'b1000;
			end
		  4'b1110: begin 
		  	tmpwr<=1;
			hlt<=1;
			jmp<=0;
			brc<=0;
			rgw<=2'b10;
			ioc<=4'b1101;
			rgr<=0;
			alo<=4'b0000;
			ala<=1;
			end
		  4'b1111: begin 
			hlt<=1;
			jmp<=0;
			brc<=0;
			ioc<=4'b0110;
			rgr<=0;
			alo<=4'b0000;
			ala<=1;
			end
		endcase
	end
endmodule
```
**flow/config.mk**
```make
export PLATFORM = sky130hd
export DESIGN_NAME = nR_Control
export DESIGN_NICKNAME = nR_Control
export VERILOG_FILES = /design/flow/design.v
export SDC_FILE = /design/flow/constraint.sdc
export NUM_CORES = 4
export LEC_CHECK = 1
export CORE_AREA = 10 10 89 89
export DIE_AREA = 0 0 99 99
```
**flow/run.sh**
```bash
#!/bin/bash
# OpenROAD 26Q1-2900-gdf79404cd8, Yosys 0.63+post, stock flow scripts
make -C /OpenROAD-flow-scripts/flow DESIGN_CONFIG=/design/flow/config.mk WORK_HOME=/design/flow/orfs finish
```
==> reports/metrics.cfg <==
[floorplanning]
dieArea_um2 = 9800
ios = 21
core_area_um2 = 5990
die_h_um = 99
fp-row-count = 28
fp_util = 0.131
die_x_um = 99

[critical_path]
cpMostUsedCell = buf_4
crit_fanout = 7
cpPeakStageDelay_ps = 510
end_kind = register
arrival_ps = 1830
critPathLaunch = inst[3]
worstSetupPathType = in2reg
required_ps = 1990
path_cells = clkdlybuf4s50_1 -> inv_1 -> buf_4 -> ha_1 -> buf_4 -> nor2_1 -> nand3b_1
slowest_stage = clkdlybuf4s50_1
startpoint_type = primary input
crit_end = rgw[0]

[synthesis]
synth_dominant_cell_count = edfxtp_1
synth.distinct_cells = 29
synthCells = 74
ys_seq_frac = 0.522
synth.cell_area_um2 = 786
synthTopCellsByCount = edfxtp_1, dfxtp_1, nand2_1
synth-area-yosys_um2 = 786
synth_flop_count = 16
ys_cells = 74
synth-edff-count = 9
yosysWarnings = 1
avgSynthCellArea_um2 = 10.6
largest_area_cell = edfxtp_1
synth_async_sr_flop_share = 0
synthFlopType = edfxtp_1
top_cell_area_share = 0.344
top_cells_by_area = edfxtp_1, dfxtp_1, ha_1

[global_routing]
use_met1 = 0.0582
grt_max_degree = 12
antenna_found_initial = 0
grt_pass1_wl_mm = 3.16
gr-usage-met3 = 0.0106
grt_pass1_vias = 627
grt_usage = 0.0379
grt_util_met2 = 0.0501
busiest_layer = met1
grt.overflow.total = 0

[min_path]
hold_class = in2reg

[finish]
post-route-util = 0.199
area_growth_pct = 51.8
fin_area_um2 = 1190
drive_gt1_frac = 0.189
nFillCells = 647

[sta]
setup_viol_count_final = 0
final.min_clock_period_ps = 1850
rsz0062_at_grt = no
fmax_mhz = 542
tightest_slew_ps = 374
fin_crit_sh = 0.923
relSlewSlack = 0.749
timing.hold.ws_ps = 950
setup_ws_ps = 154
hold_viol_final = 0
final_max_slew_viol_count = 0

[power_and_ir_drop]
power_leakage_nw = 0.463
irDropWorstVdd_mv = 0.223
cellPowerDensity_nw_per_um2 = 681

[detailed_routing]
vias = 619
wl_per_cell_um = 10.3
first_pass_iters = 4
antenna_cells = 0
wirelength_mm = 1.86
first_iter_violations = 44
via_per_inst = 3.42
drcViolationCount = 0
ant_nets = 0

[clocking]
numCtsBuffers = 3
cts_tree = done
clockBufferDepth = 2
path_clk_slew_ps = 60
postCtsSetupBuffers = 0
h-tree-depth = 1
clock-sinks = 16
cts_root_buf = clkbuf_8

[status]
status = finished clean

[job]
warning_count = 29
maxCapViolCount = 0

[placed_design]
gp_congestion = 0.812
hpwlAfterDp_mm = 1.55
dp_slack_ps = -142
port_buffers = 20
dpl_cell_area_um2 = 1150

[critical path: cells and delay by family]
kind,cells,cell delay [ps]
and+or+nand+nor,2,300
adders and majority gates,1,260
buffers and inverters,4,880
[per-stage QoR]
stage | power (mW) | TNS, ps | std cells
after floorplan | 0.463 | 0 | 74
after global placement | 0.584 | -790 | 177
after detailed placement | 0.584 | -1080 | 177
after CTS | 0.825 | 0 | 181
after global routing | 0.860 | 0 | 181
final | 0.812 | 0 | 181
[cell type report]
cell class / count / area [um2] / share of cell area
Inverter: 6 / 22.5 / 0.0189
Multi-Input combinational cell: 47 / 323 / 0.271
Clock buffer: 4 / 45.0 / 0.0378
Timing Repair Buffer: 33 / 298 / 0.250
Sequential cell: 16 / 410 / 0.344
Tap cell: 75 / 93.8 / 0.0787
[worst min path at each step]
stage	from	end	cells past startpoint
CTS	inst[1]	ioc[1]	4
global route	inst[1]	ioc[1]	4
finish	inst[1]	ioc[1]	4
[routing by layer]
metal,vias to the layer above,wire (um)
li1,326,-
met1,268,946
met2,23,750
met3,2,125
met4,0,40
met5,-,0
[cell families (layout without fill, tap and decap cells)]
group           Yosys count  count (layout)  synth area share
fa+ha+maj                 5               5            0.0796
compound gates           18              18             0.162
xor+xnor                  1               1            0.0111
simple gates             22              22             0.145
buf+inv                  11              43            0.0669
flops                    16              16             0.522
mux                       1               1            0.0127
[state kept, by name, indices dropped and copies added (netlist names)]
name	cells
brc	1
hlt	1
jmp	1
rgw	2
ala	1
alo	4
tmpwr	1
ioc	4
rgr	1
[placed cells by master, fill, tap and decap left out, types with 4 or more instances in the layout]
cell / netlist / layout
ha_1: 5 / 5
nand2_1: 7 / 7
o21ai_0: 6 / 5
dfxtp_1: 7 / 7
edfxtp_1: 9 / 9
inv_1: 5 / 5
buf_4: 2 / 13
nand3b_1: 4 / 4
clkdlybuf4s50_1: 0 / 20
nor2_1: 4 / 4
[power by group]
| group | internal (mW) | switching [mW] | total [mW] |
|---|---|---|---|
| sequential | 0.390 | 0.0132 | 0.403 |
| clock | 0.141 | 0.0993 | 0.240 |
| combinational | 0.107 | 0.0611 | 0.168 |
[what timing repair did]
item	4_1_cts	5_1_grt
gates resized	0	1
hold buffers	0	0
endpoints found under the setup margin	0	4
hold endpoints to repair	0	0
No activity file was given, so power comes from the tool's default toggle rates.
